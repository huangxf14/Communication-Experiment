==> flow/config.mk <==
export PLATFORM = sky130hd
export DESIGN_NAME = viterbi
export DESIGN_NICKNAME = viterbi
export VERILOG_FILES = /design/flow/design.v
export SDC_FILE = /design/flow/constraint.sdc
export NUM_CORES = 4
export LEC_CHECK = 1
export CORE_UTILIZATION = 50
==> flow/constraint.sdc <==
current_design viterbi

set clk_period 2.4
set clk_io_pct 0.2

create_clock -name clk0 -period $clk_period [get_ports {clk1}]
create_clock -name clk1 -period $clk_period [get_ports {clk2}]

set non_clock_inputs [all_inputs -no_clocks]
set_input_delay [expr $clk_period * $clk_io_pct] -clock clk0 $non_clock_inputs
set_output_delay [expr $clk_period * $clk_io_pct] -clock clk0 [all_outputs]
==> flow/design.v <==
`timescale 1ns / 1ps
module viterbi(
  input  clk1,
  input  clk2,
  input  reset,   
  input  singlecode,
  output possiblecode,
  output ans);  
  reg[13:0]     code,codebuff;
  reg[3:0]      code_len;
  reg[2:0]      decode_len;
  reg[13:0]     newcode,newcode1,possible_code1,possible_code2,possible_code3,possible_code4;
  reg[3:0]      error1,error2,error3,error4; 
  reg[6:0]      decode,decode1,decode2,decode3,decode4;
  reg[6:0]      decode5;
   always@(posedge clk1)begin
   if(!reset)begin
        code   <=  0;
    codebuff  <=  0;
    code_len   <=  0;
  end
   else begin
   if(code_len == 4'b1101)
        code_len   <= 4'b0000;        
   else
        code_len  <= code_len + 1;
    codebuff <= {singlecode,codebuff[13:1]};
         if(code_len == 4'b0000)begin
              code <= codebuff;
             end
          else
              code <= code;
   end 
  end
   always@(posedge clk2)begin
  if(!reset)begin
       decode_len <= 0;
   possible_code1   <= 0;
   possible_code2   <= 0;
   possible_code3   <= 0;
   possible_code4   <= 0; 
   error1   <= 0;
   error2   <= 0;
   error3   <= 0;
   error4   <= 0;
   decode1 <= 0;
   decode2 <= 0;
   decode3 <= 0;
   decode4 <= 0;
  end
 else begin
   decode_len <= decode_len  + 1;
     case(decode_len)
       3'b000: begin
         possible_code1[1:0]  <= 2'b00;
         possible_code2[1:0]  <= 2'b00;
         possible_code3[1:0]  <= 2'b11;
         possible_code4[1:0]  <= 2'b11;
         possible_code1[13:2] <= 0;
         possible_code2[13:2] <= 0;
         possible_code3[13:2] <= 0;
         possible_code4[13:2] <= 0;
         error1  <= 0;
         error2  <= 0;
         error3  <= 0;
         error4  <= 0;    
         decode1[6]  <= 0;
         decode2[6]  <= 0;
         decode3[6]  <= 1;
         decode4[6]  <= 1;
      end
     3'b001 : begin
          possible_code1[3:2]  <= 2'b00;
          possible_code2[3:2]  <= 2'b11;
          possible_code3[3:2]  <= 2'b01;
          possible_code4[3:2]  <= 2'b10;     
       error1  <= {3'b000,0^code[0]} + {3'b000,0^code[1]} +
                   {3'b000,0^code[2]} + {3'b000,0^code[3]};
       error2  <= {3'b000,0^code[0]} + {3'b000,0^code[1]} +
                   {3'b000,1^code[2]} + {3'b000,1^code[3]};
       error3  <= {3'b000,1^code[0]} + {3'b000,1^code[1]} +
                   {3'b000,1^code[2]} + {3'b000,0^code[3]};
       error4  <= {3'b000,1^code[0]} + {3'b000,1^code[1]} +
                   {3'b000,0^code[2]} + {3'b000,1^code[3]};   
       decode1[5] <= 0;
       decode2[5] <= 1;
       decode3[5] <= 0;
       decode4[5] <= 1;
    end    
     3'b010 : begin
     if(error1 + {3'b000,0^code[5]} + {3'b000,0^code[4]} >
         error3 + {3'b000,1^code[5]} + {3'b000,1^code[4]})
      begin
       error1 <= error3 + {3'b000,1^code[5]} + {3'b000,1^code[4]};
       possible_code1[3:0]    <= possible_code3[3:0];
       possible_code1[5:4]    <= 2'b11;
       decode1[4]     <= 1'b0;
       decode1[6:5]  <= decode3[6:5];
      end
     else begin 
       error1 <= error1 + {3'b000,0^code[5]} + {3'b000,0^code[4]};
       possible_code1[3:0]  <= possible_code1[3:0];
       possible_code1[5:4]  <= 2'b00;
       decode1[4]  <= 1'b0;
       decode1[6:5] <= decode1[6:5];
      end
     if(error1 + {3'b000,1^code[5]} + {3'b000,1^code[4]} >
         error3 + {3'b000,0^code[5]} + {3'b000,0^code[5]})
      begin
        error2  <= error3 + {3'b000,0^code[5]} + {3'b000,0^code[5]};
      possible_code2[3:0] <= possible_code3[3:0];
      possible_code2[5:4] <= 2'b00;
      decode2[4] <= 1;
      decode2[6:5] <= decode3[6:5];
     end
     else begin 
      error2 <= error1 + {3'b000,1^code[5]} + {3'b000,1^code[4]};
      possible_code2[3:0] <= possible_code1[3:0];
      possible_code2[5:4] <= 2'b11;
      decode2[4]  <= 1;
      decode2[6:5] <= decode1[6:5];
      end
     if(error2 + {3'b000,0^code[5]} + {3'b000,1^code[4]} >
         error4 + {3'b000,1 ^code[5]} + {3'b000,0^code[4]})
      begin
        error3  <=error4 + {3'b000,1 ^code[5]} + {3'b000,0^code[4]};
        possible_code3[3:0] <= possible_code4[3:0];
        possible_code3[5:4] <= 2'b10;
        decode3[4]  <= 0;
        decode3[6:5] <= decode4[6:5];
      end
     else begin
        error3  <= error2 + {3'b000,0^code[5]} + {3'b000,1^code[4]};
        possible_code3[3:0] <= possible_code2[3:0];
        possible_code3[5:4] <= 2'b01;
        decode3[4] <= 0;
        decode3[6:5] <= decode2[6:5];
      end     
     if(error2 + {3'b000,1^code[5]} + {3'b000,0^code[4]} >
          error4 + {3'b000,0^code[5]} + {3'b000,1^code[4]})
      begin
       error4 <= error4 + {3'b000,0^code[5]} + {3'b000,1^code[4]};
       possible_code4[3:0] <= possible_code4[3:0];
       possible_code4[5:4] <= 2'b01;
       decode4[4] <= 1;
       decode4[6:5] <= decode4[6:5];
      end
     else begin
       error4 <= error2 + {3'b000,1^code[5]} + {3'b000,0^code[4]};
       possible_code4[3:0] <= possible_code2[3:0];
       possible_code4[5:4] <= 2'b10;
       decode4[4] <= 1;
       decode4[6:5] <= decode2[6:5];
      end
    end
   3'b011 :begin  
         if(error1 + {3'b000,0^code[7]} + {3'b000,0^code[6]} >
          error3 + {3'b000,1^code[7]} + {3'b000,1^code[6]})
      begin
       error1  <= error3 + {3'b000,1^code[7]} + {3'b000,1^code[6]};
       possible_code1[5:0] <= possible_code3[5:0];
       possible_code1[7:6] <= 2'b11;
       decode1[3] <= 0;
       decode1[6:4] <= decode3[6:4];
      end
     else begin
       error1  <= error1 + {3'b000,0^code[7]} + {3'b000,0^code[6]};
       possible_code1[5:0] <= possible_code1[5:0];
       possible_code1[7:6] <= 2'b00;
       decode1[3] <= 0;
       decode1[6:4] <= decode1[6:4];
      end
     if(error1 + {3'b000,1^code[7]} + {3'b000, 1^code[6]} >
          error3+ {3'b000,0^code[7]} + {3'b000,0^code[6]})
      begin
       error2  <= error3 + {3'b000,0^code[7]} + {3'b000,0^code[6]};
       possible_code2[5:0] <= possible_code3[5:0];
       possible_code2[7:6] <= 2'b00;
       decode2[3] <= 1;
       decode2[6:4] <= decode3[6:4];
      end
     else begin
       error2 <= error1 + {3'b000,1^code[7]} + {3'b000, 1^code[6]};
       possible_code2[5:0]  <= possible_code1[5:0];
       possible_code2[7:6]  <= 2'b11;
       decode2[3]  <= 1;
       decode2[6:4] <= decode1[6:4];
      end
     if(error2 + {3'b000,0^code[7]} + {3'b000,1^code[6]} >
         error4 + {3'b000,1^code[7]} + {3'b000,0^code[6]})
      begin
       error3  <= error4 + {3'b000,1^code[7]} + {3'b000,0^code[6]};
       possible_code3[5:0] <= possible_code4[5:0];
       possible_code3[7:6] <= 2'b10;
       decode3[3] <= 0;
       decode3[6:4] <= decode4[6:4];
      end
     else begin
                 error3  <= error2 + {3'b000,0^code[7]} + {3'b000,1^code[6]};
       possible_code3[5:0] <= possible_code2[5:0];
       possible_code3[7:6] <= 2'b01;
       decode3[3] <= 0;
       decode3[6:4] <= decode2[6:4];
      end
     if(error2 + {3'b000,1^code[7]} + {3'b000,0^code[6]} >
         error4 + {3'b000,0^code[7]} + {3'b000,1^code[6]})
      begin
                 error4  <= error4 + {3'b000,1^code[7]} + {3'b000,0^code[6]};
       possible_code4[5:0] <= possible_code4[5:0];
       possible_code4[7:6] <= 2'b01;
       decode4[3] <= 1;
       decode4[6:4] <= decode4[6:4];
      end
     else begin
       error4  <= error2 + {3'b000,0^code[7]} + {3'b000,1^code[6]};
       possible_code4[5:0] <= possible_code2[5:0];
       possible_code4[7:6] <= 2'b10;
       decode4[3] <= 1;
       decode4[6:4] <= decode2[6:4];
      end
      end
     3'b100 : begin
     if(error1 + {3'b000,0^code[9]} + {3'b000,0^code[8]} >
         error3 + {3'b000,1^code[9]} + {3'b000,1^code[8]})
      begin
       error1  <= error3 + {3'b000,1^code[9]} + {3'b000,1^code[8]};
       possible_code1[7:0] <= possible_code3[7:0];
       possible_code1[9:8] <= 2'b11;
       decode1[2] <= 0;
       decode1[6:3] <= decode3[6:3];
      end
       else begin
       error1 <= error1 + {3'b000,0^code[9]} + {3'b000,0^code[8]};
       possible_code1[7:0] <= possible_code1[7:0];
       possible_code1[9:8] <= 2'b00;
       decode1[2] <= 0;
       decode1[6:3] <= decode1[6:3];
      end
     if(error1 + {3'b000,1^code[9]} + {3'b000,1^code[8]} >
         error3 + {3'b000,0^code[9]} + {3'b000,0^code[8]})
      begin
       error2 <= error3 + {3'b000,0^code[9]} + {3'b000,0^code[8]};
       possible_code2[7:0] <= possible_code3[7:0];
       possible_code2[9:8] <= 2'b00;
       decode2[2] <= 1;
       decode2[6:3] <= decode3[6:3];
      end
     else begin
       error2 <= error1 + {3'b000,1^code[9]} + {3'b000,1^code[8]};
       possible_code2[7:0] <= possible_code1[7:0];
       possible_code2[9:8] <= 2'b11;
       decode2[2] <= 1;
       decode2[6:3] <= decode1[6:3];
      end
     if(error2 +{3'b000,0^code[9]} + {3'b000,1^code[8]} >
         error4 + {3'b000,1^code[9]} + {3'b000,0^code[8]})
      begin
       error3      <= error4 + {3'b000,1^code[9]} + {3'b000,0^code[8]};
      possible_code3[7:0] <= possible_code4[7:0];
       possible_code3[9:8] <= 2'b10;
       decode3[2] <= 0;
       decode3[6:3] <= decode4[6:3];
      end
     else begin
       error3  <= error2 + {3'b000,0^code[9]} + {3'b000,1^code[8]};
       possible_code3[7:0] <= possible_code2[7:0];
       possible_code3[9:8] <= 2'b01;
       decode3[2] <= 0;
       decode3[6:3] <= decode2[6:3];
      end
     if(error2 + {3'b000,1^code[9]} + {3'b000,0^code[8]} >
         error4 + {3'b000,0^code[9]} + {3'b000,1^code[8]})
      begin
       error4 <= error4 + {3'b000,0^code[9]} + {3'b000,1^code[8]};
       possible_code4[7:0] <= possible_code4[7:0];
       possible_code4[9:8] <= 2'b01;
       decode4[2] <= 1;
       decode4[6:3] <= decode4[6:3];
      end
     else begin
       error4 <= error2 + {3'b000,1^code[9]} + {3'b000,0^code[8]};
       possible_code4[7:0] <= possible_code2[7:0];
       possible_code4[9:8] <= 2'b10;
       decode4[2] <= 1;
       decode4[6:3] <= decode2[6:3];
      end
    end
   3'b101: begin
     if(error1 + {3'b000,0^code[11]} + {3'b000,0^code[10]} >
         error3 + {3'b000,1^code[11]} + {3'b000,1^code[10]})
      begin
        error1 <= error3 + {3'b000,1^code[11]} + {3'b000,1^code[10]};
      possible_code1[9:0] <= possible_code3[9:0];
      possible_code1[11:10] <= 2'b11;
      decode1[1]   <= 0;
      decode1[6:2] <= decode3[6:2];
      end
     else begin
        error1 <= error1 + {3'b000,0^code[11]} + {3'b000,0^code[10]};
      possible_code1[9:0]   <= possible_code1[9:0];
      possible_code1[11:10] <= 2'b00;
      decode1[1]   <= 0;
      decode1[6:2] <= decode1[6:2];
      end
     if(error2 + {3'b000,0^code[11]} + {3'b000,1^code[10]} >
         error4 + {3'b000,1^code[11]} + {3'b000,0^code[10]})
                begin
       error3 <= error4 + {3'b000,1^code[11]} + {3'b000,0^code[10]};
       possible_code3[9:0]   <= possible_code4[9:0];
       possible_code3[11:10] <= 2'b10;
       decode3[1]   <= 0;
       decode3[6:2] <= decode4[6:2];
      end
     else begin
       error3 <= error2 + {3'b000,0^code[11]} + {3'b000,1^code[10]};
       possible_code3[9:0]   <= possible_code2[9:0];
       possible_code3[11:10] <= 2'b01;
       decode3[1]   <= 0;
       decode3[6:2] <= decode2[6:2];
      end
    end
   3'b110 : begin
      if(error1 + {3'b000,0^code[13]} + {3'b000,0^code[12]} >
          error3 + {3'b000,1^code[13]} + {3'b000,1^code[12]})
      begin
       error1 <= error3 + {3'b000,1^code[13]} + {3'b000,1^code[12]};
       possible_code1[11:0]    <= possible_code3[11:0];
       possible_code1[13:12]   <= 2'b11;
       newcode[11:0] <= possible_code3[11:0];
       newcode[13:12]<= 2'b11;
       decode1[0]     <= 0;
       decode1[6:1]   <= decode3[6:1];
      end
      else begin
       error1 <= error1 + {3'b000,0^code[13]} + {3'b000,0^code[12]};
       possible_code1[11:0]    <= possible_code1[11:0];
       possible_code1[13:12]   <= 2'b00;
       newcode[11:0] <= possible_code1[11:0];
       newcode[13:12]<= 2'b00;
       decode1[0]     <= 0;
       decode1[6:1]   <= decode1[6:1];
      end
     end    
 3'b111 :  decode5[6:0] <= decode1[6:0];   
   default :begin
         possible_code1[1:0] <= 2'b00;
         possible_code2[1:0] <= 2'b00;
         possible_code3[1:0] <= 2'b11;
         possible_code4[1:0] <= 2'b11;     
         error1  <= 0;
         error2  <= 0;
         error3  <= 0;
         error4  <= 0;     
         decode1 <= 0;
         decode2 <= 0;
         decode3 <= 0;
         decode4 <= 0;
    end
  endcase
  end
 end
  always@(posedge clk1)begin
    if(!reset)begin
   newcode1  <= 0;
   decode     <= 0;
   end
  else begin
   if(code_len == 1)begin
      decode    <= decode5;
      newcode1 <= newcode;
      end
     else begin 
    newcode1[13:0] <= {newcode1[0],newcode1[13:1]};
    if(code_len[0]==1)
       decode[6:0]  <= {decode[5:0],decode[6]};
   end
    end    
  end
    assign possiblecode = newcode1[0];
  assign ans = decode[6];
endmodule
==> flow/run.sh <==
#!/bin/bash
# OpenROAD 26Q1-2900-gdf79404cd8, Yosys 0.63+post, stock flow scripts
make -C /OpenROAD-flow-scripts/flow DESIGN_CONFIG=/design/flow/config.mk WORK_HOME=/design/flow/orfs finish
==> impl_metrics.csv <==
group,metric,value,unit
drt,antenna_left,0,
setup_path,slowest_delay,390,ps
yosys,async_flop_share,0,%
grt,grtUsageMet1,51.7,%
place,io_buffers,4,
power_and_ir_drop,vdd_drop_max,0.463,mV
grt,grt_util_met3,11.4,%
grt,grt_max_degree,73,
drt,drt_first_iter_violations,752,
place,routabilityCongestion,1.00,
yosys,ys_types,85,
drt,first_pass_iters,5,
yosys,synth-edff-count,18,
floorplan,initial_core_util,51.3,%
yosys,synth_chip_area,11600,um^2
floorplan,ios,6,
place,pre_cts_ws,-745,ps
yosys,yosys_warnings,1,
place,placedCellCount,1877,
timing,hold_viol,0,
setup_path,cp_max_fo,6,
cells_and_area,final_core_util,79.0,%
drt,wl_per_cell,21.2,um
setup_path,crit_path_start_kind,"register",
place,hpwl,30700,um
timing,slew_headroom,41.0,%
cells_and_area,fin_cells,2002,
timing,drv_slew,0,
outcome,status,"complete, but fails checks",
floorplan,coreArea,22700,um^2
setup_path,cp_slowest_cell,"fa_2",
floorplan,dieHeight,155,um
yosys,synthesis.area,11600,um^2
yosys,ys_cells,1366,
clock_tree,clkTransAtPathRegs,80,ps
setup_path,end_kind,"register",
timing,fin_skew,11.2,ps
yosys,synth.avg_cell_area,8.52,um^2
grt,antenna_found_initial,1,
grt,grt_util_all_layers,36.3,%
grt,grt_pass1_wl,62800,um
setup_path,critPathArrivalTime,3270,ps
clock_tree,cts_hold_buf,0,
floorplan,rows,55,
timing,setup_viol,89,
setup_path,path_class,"reg -> reg",
drt,drc,0,
drt,vias,11900,
grt,grt_pass1_vias,11200,
cells_and_area,area_delta_synth_final,54.2,%
setup_path,crit_chain,"buf_8 -> fa_2 -> ha_4 -> xor2_1 -> ha_1 -> o211ai_1 -> a21oi_2 -> o31ai_4 -> buf_6 -> nor4_4 -> buf_4 -> nor2_2 -> a311oi_1",
drt,wl,42400,um
power_and_ir_drop,total_power,8.42,mW
timing,setup_slack,-616,ps
timing,rsz0062_at_grt,"true",
clock_tree,clock_sinks,152,
flow_run,max_cap_viol_count,0,
cells_and_area,drive_gt1_share,46.3,%
grt,grt_busiest_layer,"met2",
worst_hold_path,hp-class,"reg -> reg",
flow_run,warnings,59,
yosys,synthCells,1366,
yosys,ys.flops,152,
setup_path,required,2660,ps
power_and_ir_drop,power_density,469,nW/um^2
setup_path,crit_buf_inv,3,
yosys,synthFlopType,"dfxtp_1",
floorplan,fp.dieW,155,um
drt,via_per_inst,5.94,
timing,worst_hold_slack,440,ps
timing,worst_pin_slew,875,ps
power_and_ir_drop,leakage,7.36,nW
outcome,violations,"negative setup slack",
drt,antenna_cells,0,
setup_path,critPathTopFamily,"adder cells",
cells_and_area,fill_cells,1329,
grt,grt_use_met2,54.3,%
floorplan,die_area,23900,um^2
yosys,synth_seq_share,27.7,%
clock_tree,tritoncts,"built",
grt,gr-total-overflow,0,
## path summary, 6_finish.rpt
path                       from           endpoint  slack [ps]  cells past startpoint
hold reg to reg    newcode1[13]       newcode1[12]         440                      2
min in group clk1    decode1[3]         decode5[3]         480                      0
hold / removal     newcode1[13]       newcode1[12]         440                      2
setup / recovery      error1[0]  possible_code1[4]        -620                     13
setup reg to reg      error1[0]  possible_code1[4]        -620                     13
max in group clk0   code_len[3]          decode[2]         570                      4
## kinds of logic (layout without fill, tap and decap cells)
group | after synthesis | in the layout | synth area share [%]
AOI/OAI and AO/OA | 347 | 347 | 20.8
adders and majority gates | 164 | 164 | 20.2
and+or+nand+nor | 455 | 455 | 18.4
muxes | 33 | 33 | 2.96
DFF | 152 | 152 | 27.7
xor gates and xnor gates | 63 | 63 | 4.81
buffers and inverters | 152 | 503 | 5.13
## power by group
part	switching, mW	leakage (nW)	total (mW)	internal (mW)
Clock	1.11	0.231	2.36	1.24
Sequential	0.141	1.26	2.83	2.69
Combinational	1.66	5.87	3.23	1.57
Total	2.92	7.36	8.42	5.50
## layout by cell type (no fill, tap or decap), types with 11 or more instances in the layout
master	count
buf_4	306
nand2_1	165
dfxtp_1	121
nor2_1	76
ha_1	67
a21oi_1	66
buf_6	63
inv_1	60
ha_4	52
nand3_1	33
fa_2	29
o21ai_0	26
and2_1	23
a21oi_2	23
mux2i_1	20
inv_2	19
xnor2_1	18
edfxtp_1	18
nand2_2	16
xnor2_2	15
o211ai_1	15
a211oi_1	15
and3_4	14
a22oi_2	14
a31oi_1	14
clkbuf_16	14
a221oi_2	13
dfxtp_4	13
buf_12	13
xor2_1	12
nand2b_1	12
nor3_1	12
a21oi_4	11
fa_1	11
## layer usage
metal	part of all wire, %	up-vias
li1	-	5590
met1	43	5730
met2	44	475
met3	9.1	95
met4	3.8	0
met5	0	-
## flip-flops by register name, indices dropped and copies added (netlist names), 7 cells and up
signal	flops
code	14
codebuff	14
newcode1	14
newcode	13
possible_code1	12
possible_code3	12
possible_code4	10
possible_code2	9
decode	7
## worst reg2reg max path: cells and delay by family (launching register included)
family,cells,cell delay (ps)
compound gates,4,650
simple gates,2,420
fa+ha+maj,3,880
buf+inv,3,460
xor+xnor,1,140
flops,1,380
## metrics by stage
stage / setup TNS (ps) / instance area, um^2
2_1_floorplan: -25430 / 12400
3_3_place_gp: -49230 / 14800
3_5_place_dp: -50130 / 14800
4_1_cts: -37690 / 16800
5_1_grt: -50170 / 17900
6_report: -42260 / 17900
## cells in the mapped netlist, types with 14 or more instances
master	number	area share, %
and2_1	25	1.3
nand3_1	40	1.7
a22oi_1	24	1.5
a221oi_1	14	1.1
nand2_1	186	6.0
a211oi_1	24	1.5
and3_1	24	1.3
nor3_1	18	0.77
xnor2_1	39	2.9
inv_1	88	2.8
edfxtp_1	18	4.6
dfxtp_1	134	23
a31oi_1	15	0.81
a21oi_1	97	4.2
mux2i_1	22	1.9
fa_1	40	6.9
ha_1	124	13
nor2_1	93	3.0
xor2_1	23	1.7
clkbuf_1	45	1.5
o211ai_1	15	0.97
o21ai_0	45	1.9
## layout make-up
class	instances	area [um^2]	share of cell area [%]
Sequential cell	152	3270	18.2
Inverter	89	378	2.11
Multi-Input combinational cell	1062	10100	56.2
Tap cell	285	357	1.99
Timing Repair Buffer	390	3370	18.8
Clock buffer	15	354	1.97
Clock inverter	9	118	0.655
## what timing repair did
| action | 4_1_cts | 5_1_grt |
|---|---|---|
| cloned | 2 | 0 |
| resized | 222 | 156 |
| endpoints found under the setup margin | 89 | 89 |
| pin swaps | 107 | 100 |
| buffers inserted | 55 | 52 |
| hold endpoints to repair | 0 | 0 |
Power is estimated from default activity; no workload was simulated.
