**/design/flow/config.mk**
```make
export PLATFORM = sky130hd
export DESIGN_NAME = decoder
export DESIGN_NICKNAME = decoder
export VERILOG_FILES = /design/flow/design.v
export SDC_FILE = /design/flow/constraint.sdc
export NUM_CORES = 4
export LEC_CHECK = 1
export CORE_UTILIZATION = 30
```
**/design/flow/constraint.sdc**
```tcl
current_design decoder

set clk_period 2.3
set clk_io_pct 0.2

create_clock -name clk0 -period $clk_period [get_ports {clk1}]
create_clock -name clk1 -period $clk_period [get_ports {clk2}]

set non_clock_inputs [all_inputs -no_clocks]
set_input_delay [expr $clk_period * $clk_io_pct] -clock clk0 $non_clock_inputs
set_output_delay [expr $clk_period * $clk_io_pct] -clock clk0 [all_outputs]
```
**/design/flow/design.v**
```verilog
`timescale 1ns / 1ps
module decoder(
  input  clk1,
  input  clk2,
  input  reset,  
  input  valid,
  input  singlecode,
  output possiblecode,
  output ans);  
  reg[13:0]     code,codebuff;
  reg[3:0]      code_len;
  reg[2:0]      decode_len;
  reg[13:0]     newcode,newcode1,possible_code1,possible_code2,possible_code3,possible_code4;
  reg[3:0]      error1,error2,error3,error4; 
  reg[6:0]      decode,decode1,decode2,decode3,decode4;
  reg[6:0]      decode5;
  always@(posedge clk1)begin
   if((!reset)||(!valid))begin
        code   <=  0;
    codebuff  <=  0;
    code_len   <=  0;
	end
   else begin
   if(code_len == 4'b1101)
        code_len   <= 4'b0000;        
   else
        code_len  <= code_len + 1;
		codebuff <= {singlecode,codebuff[13:1]};
        if(code_len == 4'b0000)begin
              code <= codebuff;
            end
        else
              code <= code;
	end 
  end
   always@(posedge clk2)begin
  if((!reset)||(!valid))begin
       decode_len <= 0;
   possible_code1   <= 0;
   possible_code2   <= 0;
   possible_code3   <= 0;
   possible_code4   <= 0; 
   error1   <= 0;
   error2   <= 0;
   error3   <= 0;
   error4   <= 0;
   decode1 <= 0;
   decode2 <= 0;
   decode3 <= 0;
   decode4 <= 0;
  end
 else begin
   decode_len <= decode_len  + 1;
     case(decode_len)
       3'b000: begin
         possible_code1[1:0]  <= 2'b00;
         possible_code2[1:0]  <= 2'b00;
         possible_code3[1:0]  <= 2'b11;
         possible_code4[1:0]  <= 2'b11;
         possible_code1[13:2] <= 0;
         possible_code2[13:2] <= 0;
         possible_code3[13:2] <= 0;
         possible_code4[13:2] <= 0;
         error1  <= 0;
         error2  <= 0;
         error3  <= 0;
         error4  <= 0;    
         decode1[6]  <= 0;
         decode2[6]  <= 0;
         decode3[6]  <= 1;
         decode4[6]  <= 1;
      end
     3'b001 : begin
          possible_code1[3:2]  <= 2'b00;
          possible_code2[3:2]  <= 2'b11;
          possible_code3[3:2]  <= 2'b01;
          possible_code4[3:2]  <= 2'b10;     
       error1  <= {3'b000,0^code[0]} + {3'b000,0^code[1]} +
                   {3'b000,0^code[2]} + {3'b000,0^code[3]};
       error2  <= {3'b000,0^code[0]} + {3'b000,0^code[1]} +
                   {3'b000,1^code[2]} + {3'b000,1^code[3]};
       error3  <= {3'b000,1^code[0]} + {3'b000,1^code[1]} +
                   {3'b000,1^code[2]} + {3'b000,0^code[3]};
       error4  <= {3'b000,1^code[0]} + {3'b000,1^code[1]} +
                   {3'b000,0^code[2]} + {3'b000,1^code[3]};   
       decode1[5] <= 0;
       decode2[5] <= 1;
       decode3[5] <= 0;
       decode4[5] <= 1;
    end    
     3'b010,3'b011,3'b100 : begin
     if(error1 + {3'b000,0^code[decode_len*+1]} + {3'b000,0^code[decode_len*2]} >
         error3 + {3'b000,1^code[decode_len*2+1]} + {3'b000,1^code[decode_len*2]})
      begin
       error1 <= error3 + {3'b000,1^code[decode_len*+1]} + {3'b000,1^code[decode_len*2]};
       possible_code1    <= possible_code3;
       decode1  <= decode3;
      end
     else begin 
       error1 <= error1 + {3'b000,0^code[decode_len*2+1]} + {3'b000,0^code[decode_len*2]};
       possible_code1  <= possible_code1;
       decode1 <= decode1;
      end
     if(error1 + {3'b000,1^code[decode_len*2+1]} + {3'b000,1^code[decode_len*2]} >
         error3 + {3'b000,0^code[decode_len*2+1]} + {3'b000,0^code[decode_len*2+1]})
      begin
        error2  <= error3 + {3'b000,0^code[decode_len*2+1]} + {3'b000,0^code[decode_len*2+1]};
      possible_code2 <= possible_code3;
      decode2 <= decode3;
     end
     else begin 
      error2 <= error1 + {3'b000,1^code[decode_len*2+1]} + {3'b000,1^code[decode_len*2]};
      possible_code2 <= possible_code1;
      decode2 <= decode1;
      end
     if(error2 + {3'b000,0^code[decode_len*2+1]} + {3'b000,1^code[decode_len*2]} >
         error4 + {3'b000,1 ^code[decode_len*2+1]} + {3'b000,0^code[decode_len*2]})
      begin
        error3  <=error4 + {3'b000,1 ^code[decode_len*2+1]} + {3'b000,0^code[decode_len*2]};
        possible_code3 <= possible_code4;
        decode3 <= decode4;
      end
     else begin
        error3  <= error2 + {3'b000,0^code[decode_len*2+1]} + {3'b000,1^code[decode_len*2]};
        possible_code3 <= possible_code2;
        decode3 <= decode2;
      end     
     if(error2 + {3'b000,1^code[decode_len*2+1]} + {3'b000,0^code[decode_len*2]} >
          error4 + {3'b000,0^code[decode_len*2+1]} + {3'b000,1^code[decode_len*2]})
      begin
       error4 <= error4 + {3'b000,0^code[decode_len*2+1]} + {3'b000,1^code[decode_len*2]};
       possible_code4 <= possible_code4;
       decode4 <= decode4;
      end
     else begin
       error4 <= error2 + {3'b000,1^code[decode_len*2+1]} + {3'b000,0^code[decode_len*2]};
       possible_code4 <= possible_code2;
       decode4 <= decode2;
      end
     if(error1 + {3'b000,0^code[decode_len*+1]} + {3'b000,0^code[decode_len*2]} >
         error3 + {3'b000,1^code[decode_len*2+1]} + {3'b000,1^code[decode_len*2]})
      begin
       error1 <= error3 + {3'b000,1^code[decode_len*+1]} + {3'b000,1^code[decode_len*2]};
       possible_code1[decode_len*2+1 -:2]    <= 2'b11;
       decode1[6-decode_len]     <= 1'b0;
      end
     else begin 
       error1 <= error1 + {3'b000,0^code[decode_len*2+1]} + {3'b000,0^code[decode_len*2]};
       possible_code1[decode_len*2+1 -: 2]  <= 2'b00;
       decode1[6-decode_len]  <= 1'b0;
      end
     if(error1 + {3'b000,1^code[decode_len*2+1]} + {3'b000,1^code[decode_len*2]} >
         error3 + {3'b000,0^code[decode_len*2+1]} + {3'b000,0^code[decode_len*2+1]})
      begin
        error2  <= error3 + {3'b000,0^code[decode_len*2+1]} + {3'b000,0^code[decode_len*2+1]};
      possible_code2[decode_len*2+1 -: 2] <= 2'b00;
      decode2[6-decode_len] <= 1;
     end
     else begin 
      error2 <= error1 + {3'b000,1^code[decode_len*2+1]} + {3'b000,1^code[decode_len*2]};
      possible_code2[decode_len*2+1 -: 2] <= 2'b11;
      decode2[6-decode_len]  <= 1;
      end
     if(error2 + {3'b000,0^code[decode_len*2+1]} + {3'b000,1^code[decode_len*2]} >
         error4 + {3'b000,1 ^code[decode_len*2+1]} + {3'b000,0^code[decode_len*2]})
      begin
        error3  <=error4 + {3'b000,1 ^code[decode_len*2+1]} + {3'b000,0^code[decode_len*2]};
        possible_code3[decode_len*2+1 -: 2] <= 2'b10;
        decode3[6-decode_len]  <= 0;
      end
     else begin
        error3  <= error2 + {3'b000,0^code[decode_len*2+1]} + {3'b000,1^code[decode_len*2]};
        possible_code3[decode_len*2+1 -: 2] <= 2'b01;
        decode3[6-decode_len] <= 0;
      end     
     if(error2 + {3'b000,1^code[decode_len*2+1]} + {3'b000,0^code[decode_len*2]} >
          error4 + {3'b000,0^code[decode_len*2+1]} + {3'b000,1^code[decode_len*2]})
      begin
       error4 <= error4 + {3'b000,0^code[decode_len*2+1]} + {3'b000,1^code[decode_len*2]};
       possible_code4[decode_len*2+1 -: 2] <= 2'b01;
       decode4[6-decode_len] <= 1;
      end
     else begin
       error4 <= error2 + {3'b000,1^code[decode_len*2+1]} + {3'b000,0^code[decode_len*2]};
       possible_code4[decode_len*2+1 -: 2] <= 2'b10;
       decode4[6-decode_len] <= 1;
      end
    end
   3'b101: begin
     if(error1 + {3'b000,0^code[11]} + {3'b000,0^code[10]} >
         error3 + {3'b000,1^code[11]} + {3'b000,1^code[10]})
      begin
        error1 <= error3 + {3'b000,1^code[11]} + {3'b000,1^code[10]};
      possible_code1[9:0] <= possible_code3[9:0];
      possible_code1[11:10] <= 2'b11;
      decode1[1]   <= 0;
      decode1[6:2] <= decode3[6:2];
      end
     else begin
        error1 <= error1 + {3'b000,0^code[11]} + {3'b000,0^code[10]};
      possible_code1[9:0]   <= possible_code1[9:0];
      possible_code1[11:10] <= 2'b00;
      decode1[1]   <= 0;
      decode1[6:2] <= decode1[6:2];
      end
     if(error2 + {3'b000,0^code[11]} + {3'b000,1^code[10]} >
         error4 + {3'b000,1^code[11]} + {3'b000,0^code[10]})
                begin
       error3 <= error4 + {3'b000,1^code[11]} + {3'b000,0^code[10]};
       possible_code3[9:0]   <= possible_code4[9:0];
       possible_code3[11:10] <= 2'b10;
       decode3[1]   <= 0;
       decode3[6:2] <= decode4[6:2];
      end
     else begin
       error3 <= error2 + {3'b000,0^code[11]} + {3'b000,1^code[10]};
       possible_code3[9:0]   <= possible_code2[9:0];
       possible_code3[11:10] <= 2'b01;
       decode3[1]   <= 0;
       decode3[6:2] <= decode2[6:2];
      end
    end
   3'b110 : begin
      if(error1 + {3'b000,0^code[13]} + {3'b000,0^code[12]} >
          error3 + {3'b000,1^code[13]} + {3'b000,1^code[12]})
      begin
       error1 <= error3 + {3'b000,1^code[13]} + {3'b000,1^code[12]};
       possible_code1[11:0]    <= possible_code3[11:0];
       possible_code1[13:12]   <= 2'b11;
       newcode[11:0] <= possible_code3[11:0];
       newcode[13:12]<= 2'b11;
       decode1[0]     <= 0;
       decode1[6:1]   <= decode3[6:1];
	   decode5<=decode3;
      end
      else begin
       error1 <= error1 + {3'b000,0^code[13]} + {3'b000,0^code[12]};
       possible_code1[11:0]    <= possible_code1[11:0];
       possible_code1[13:12]   <= 2'b00;
       newcode[11:0] <= possible_code1[11:0];
       newcode[13:12]<= 2'b00;
       decode1[0]     <= 0;
       decode1[6:1]   <= decode1[6:1];
	   decode5<=decode1;
      end
	  decode_len<=3'b000;
     end     
   default :begin
         possible_code1[1:0] <= 2'b00;
         possible_code2[1:0] <= 2'b00;
         possible_code3[1:0] <= 2'b11;
         possible_code4[1:0] <= 2'b11;     
         error1  <= 0;
         error2  <= 0;
         error3  <= 0;
         error4  <= 0;     
         decode1 <= 0;
         decode2 <= 0;
         decode3 <= 0;
         decode4 <= 0;
    end
  endcase
  end
 end
  always@(posedge clk1)begin
    if((!reset)||(!valid))begin
   newcode1  <= 0;
   decode     <= 0;
   end
  else begin
   if(code_len == 1)begin
      decode    <= decode5;
      newcode1 <= newcode;
      end
     else begin 
    newcode1[13:0] <= {newcode1[0],newcode1[13:1]};
    if(code_len[0]==1)
       decode[6:0]  <= {decode[5:0],decode[6]};
   end
    end    
  end
  assign possiblecode = newcode1[0];
  assign ans = decode[6];
endmodule
```
**/design/flow/run.sh**
```bash
#!/bin/bash
# OpenROAD 26Q1-2900-gdf79404cd8, Yosys 0.63+post, stock flow scripts
make -C /OpenROAD-flow-scripts/flow DESIGN_CONFIG=/design/flow/config.mk WORK_HOME=/design/flow/orfs finish
```
==> reports/qor.json <==
{
  "outcome": {
    "outcome": "complete, but fails checks",
    "failed_checks": "negative setup slack"
  },
  "worst_setup_path": {
    "critical_path.endpoint_type": "register",
    "crit_required_ns": 2.60,
    "cp-start-kind": "register",
    "max_stage_delay_on_crit_path_ns": 0.52,
    "critPathMaxFanout": 8,
    "critical_path_class": "reg -> reg",
    "worst_path_most_repeated_cell": "buf_6",
    "cp_slowest_cell": "mux4_2",
    "worst_ep_arrival_time_ns": 4.15,
    "critical_path.cell_chain": "mux4_2 -> o21ai_4 -> inv_4 -> buf_6 -> buf_6 -> fa_2 -> inv_2 -> ha_4 -> xor2_2 -> ha_4 -> nand4_1 -> a21oi_2 -> o32ai_4 -> buf_6 -> clkbuf_16 -> nor2_1 -> a311oi_1 -> nor2_1"
  },
  "floorplan": {
    "io-pin-count": 7,
    "vertical_die_size_um": 195,
    "placeableCoreArea_mm2": 0.0367,
    "placementRows": 70,
    "fp_util": 0.306,
    "die_width_um": 195,
    "fp.dieArea_mm2": 0.0382
  },
  "final_timing": {
    "hold_viol": 0,
    "finalSetupViolations": 112,
    "setup_ws_ns": -1.55,
    "worst_clock_skew_ns": 0.0168,
    "final-max-slew-violation-count": 0,
    "tightest_slew_ns": 0.737,
    "rsz0062_at_grt": "true",
    "timing.slew.headroom": 0.507
  },
  "synth": {
    "yosys_stat_chip_area_mm2": 0.0112,
    "dominant_cells_by_area_after_synthesis": "dfxtp_1, ha_1, nand2_1, edfxtp_1, a21oi_1",
    "synth.cell_area_mm2": 0.0112,
    "ys_seq_elements": 168,
    "count_of_cell_types_in_the_netlist": 84,
    "yosys.cell_count.top_type": "nand2_1",
    "synth-edff-count": 20,
    "synth.avg_cell_area_um2": 8.37,
    "common_cells": "nand2_1, dfxtp_1, a21oi_1",
    "synth.yosys.seq_area_share": 0.318,
    "top_area_frac": 0.264,
    "synth_area_leader_cell": "dfxtp_1",
    "synth_cells": 1340,
    "yosys_most_used_dff": "dfxtp_1",
    "async_flop_share": 0,
    "synth-warning-count": 1,
    "yosysCellCount": 1340
  },
  "global_routing": {
    "overflow": 0,
    "groute.usage.overall": 0.214,
    "first_pass_grt_wire_length_um": 61400,
    "first_global_vias": 10800,
    "largest_net_degree_at_the_start_of_global_routing": 35,
    "grt_antenna_before_repair": 0
  },
  "finish": {
    "final_layout_size_suffix_gt1_frac": 0.341,
    "syn2layout_area_growth_pct": 44.9,
    "instances_no_fill": 2107,
    "finalCoreUtilization": 0.443
  },
  "routing": {
    "drcViolationCount": 0,
    "total_number_of_vias": 11300,
    "num_antenna_cells": 0,
    "antenna_left": 0,
    "routed_via_density": 5.38,
    "drtPass1Iterations": 7,
    "drtIter0Drc": 929,
    "avgRoutedWirePerCell_um": 18.7,
    "routed_wl_um": 39500
  },
  "place": {
    "post-dp-hpwl_um": 28800,
    "placed_cells_incl_taps": 2034,
    "count_of_input_and_output_buffers": 5,
    "gpl.final_weighted_congestion": 0.978
  },
  "power_and_ir_drop": {
    "design_power_total_w": 0.00801,
    "power.static_leakage_nw": 6.55,
    "vdd.ir_drop.worst_uv": 410,
    "power_density_mw_per_mm2": 493
  },
  "clock_network": {
    "path_clk_slew_ns": 0.07,
    "cts.sink_count": 168,
    "clock_tree_from_tritoncts": "done"
  },
  "worst_hold_path": {
    "hp-class": "reg -> reg"
  },
  "job": {
    "warning_count": 51,
    "drv.max_cap_violation_count": 0
  }
}
worst max-delay path: cells and delay by family (launching register included):
family,cells,cell delay (ns)
AND-OR/OR-AND,4,0.84
XOR/XNOR,1,0.20
adder cells (fa/ha/maj),3,0.72
buffers and inverters,6,0.79
flip-flops,1,0.37
multiplexers,1,0.52
AND/OR/NAND/NOR,3,0.27
stage by stage:
| step | setup WS (ns) | hold WS (ns) | TNS (ns) | cell area, µm² |
|---|---|---|---|---|
| 2_1_floorplan | -1.67 | 0.417 | -134.29 | 11700 |
| 3_3_place_gp | -1.55 | 0.428 | -144.34 | 14400 |
| 3_5_place_dp | -1.57 | 0.429 | -147.83 | 14400 |
| 4_1_cts | -1.51 | 0.441 | -141.38 | 15700 |
| 5_1_grt | -1.78 | 0.455 | -155.40 | 16300 |
| 6_report | -1.55 | 0.437 | -139.05 | 16300 |
power breakdown:
part / internal [W] / switching, W / total [W]
registers: 0.00298 / 0.0000250 / 0.00301
clock network: 0.00228 / 0.00147 / 0.00375
logic: 0.000545 / 0.000709 / 0.00125
placed cells by master, fill, tap and decap left out, types with 12 or more instances in the layout:
master	synthesis	routed
a211oi_1	16	12
a21oi_1	114	96
a21oi_2	1	15
a221o_1	12	12
a22o_1	14	14
a31oi_1	13	12
and3_1	34	28
buf_12	0	19
buf_4	1	290
buf_6	0	20
clkbuf_16	0	23
dfxtp_1	148	143
edfxtp_1	20	20
fa_1	21	18
ha_1	87	65
ha_4	0	19
inv_1	53	48
mux2i_1	34	27
nand2_1	197	177
nand2_2	0	16
nand3_1	49	43
nand4_1	12	12
nor2_1	75	70
nor2b_1	14	12
nor3_1	26	18
o211ai_1	21	21
o21ai_0	58	34
o21ai_1	5	17
xnor2_1	23	17
xor2_1	19	16
logic make-up after synthesis:
| family | count (synthesis) | synth area share |
|---|---|---|
| AND/OR/NAND/NOR | 451 | 0.186 |
| AND-OR/OR-AND | 390 | 0.237 |
| flip-flops | 168 | 0.318 |
| buffers and inverters | 134 | 0.0467 |
| adder cells (fa/ha/maj) | 109 | 0.135 |
| multiplexers | 44 | 0.0444 |
| XOR/XNOR | 42 | 0.0328 |
| other | 2 | 0.000669 |
final timing paths:
kind | from | to | slack, ns | cells past startpoint
setup reg to reg | decode_len[0]$_SDFF_PP0_ | possible_code4[0]$_SDFFE_PP0N_ | -1.55 | 18
hold reg to reg | newcode1[6]$_SDFF_PP0_ | newcode1[5]$_SDFF_PP0_ | 0.44 | 2
max in group clk0 | decode[6]$_SDFFE_PP0P_ | ans | 0.70 | 1
setup / recovery | decode_len[0]$_SDFF_PP0_ | possible_code4[0]$_SDFFE_PP0N_ | -1.55 | 18
hold / removal | newcode1[6]$_SDFF_PP0_ | newcode1[5]$_SDFF_PP0_ | 0.44 | 2
min in group clk1 | decode4[0]$_SDFFE_PP0N_ | decode4[0]$_SDFFE_PP0N_ | 0.47 | 2
final cells by class:
type	instances	area (µm²)
clock buffers	23	564
flip-flops and latches	168	3570
multi-input cells	1038	8160
clock inverters	17	234
well taps	468	586
repair buffers	338	2920
inverters	55	221
fillers	3348	20400
flip-flops by register name, summed over array words and instances, names as in the netlist:
register        flops
code               14
code_len            4
codebuff           14
decode              7
decode1             7
decode2             7
decode3             7
decode4             7
decode5             7
decode_len          3
error1              4
error2              4
error3              4
error4              4
newcode            13
newcode1           14
possible_code1     12
possible_code2     12
possible_code3     12
possible_code4     12
per-layer routing:
metal | wire (µm) | share of wire | global-route usage
met5 | 0 | 0 | 0
met4 | 1500 | 0.038 | 0.0580
met3 | 2910 | 0.074 | 0.0490
met2 | 17600 | 0.45 | 0.328
met1 | 17500 | 0.44 | 0.308
timing repair:
| action | CTS | global route |
|---|---|---|
| cloned | 3 | 1 |
| hold buffers | 0 | 0 |
| endpoints found under the setup margin | 112 | 112 |
| setup buffers | 19 | 20 |
| pin swaps | 20 | 57 |
| resized | 63 | 111 |
Power and IR drop assume default switching activity.
