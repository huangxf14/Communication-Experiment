## design/flow/run.sh

```bash
#!/bin/bash
# OpenROAD 26Q1-2900-gdf79404cd8, Yosys 0.63+post, stock flow scripts
make -C /OpenROAD-flow-scripts/flow DESIGN_CONFIG=/design/flow/config.mk WORK_HOME=/design/flow/orfs finish
```

## design/flow/config.mk

```make
export PLATFORM = sky130hd
export DESIGN_NAME = CommModem
export DESIGN_NICKNAME = CommModem
export VERILOG_FILES = /design/flow/design.v
export SDC_FILE = /design/flow/constraint.sdc
export NUM_CORES = 4
export LEC_CHECK = 1
export CORE_AREA = 10 10 70 70
export DIE_AREA = 0 0 80 80
```

## design/flow/constraint.sdc

```tcl
current_design CommModem

set clk_period 1.2
set clk_io_pct 0.2

create_clock -name clk0 -period $clk_period [get_ports {sys_clk}]

set non_clock_inputs [all_inputs -no_clocks]
set_input_delay [expr $clk_period * $clk_io_pct] -clock clk0 $non_clock_inputs
set_output_delay [expr $clk_period * $clk_io_pct] -clock clk0 [all_outputs]
```

## design/flow/design.v

```verilog
`timescale 1ns / 1ps
module ClkGen(
  input 	sys_clk,
  input 	reset,
  output clk_1,
  output reg clk_2,
  output reg clk_4,
  output reg clk_8,
  output reg clk_16,
  output reg clk_32,
  output reg clk_64,
  output reg clk_128,
  output reg clk_256,
  output reg clk_512,
  output reg clk_30,
  output reg clk_8k
  );
  reg [8:0] count;
  reg [8:0] tmp;
  reg [3:0] sum;
  reg [3:0] sum_2;
  assign clk_1 = sys_clk;
  always@(posedge sys_clk or negedge reset)
  begin
	 if(!reset)
	   begin
		  sum <= 0;
		  clk_30 <= 0;
		end
	 else
		begin
		  if(sum == 14)
		    begin
			   sum <= 0;
				clk_30 <= ~clk_30;
			 end
		  else
		    begin
			   sum <= sum + 1;
			 end
		end
  end
  always@(posedge sys_clk or negedge reset)
  begin
    if(!reset)
      begin
        clk_2 <= 1'b0;
        clk_4 <= 1'b0;
        clk_8 <= 1'b0;
        clk_16 <= 1'b0;
        clk_32 <= 1'b0;
        clk_64 <= 1'b0;
        clk_128 <= 1'b0;
        clk_256 <= 1'b0;
        clk_512 <= 1'b0;	
        count <= 1'b0;  
        tmp <= 1'b0;
      end
    else
      begin
        if(count[0] != tmp[0] )
          begin
            clk_2 <= ~clk_2;
          end
        if(count[1] != tmp[1] )
          begin
            clk_4 <= ~clk_4;
          end
        if(count[2] != tmp[2] )
          begin
            clk_8 <= ~clk_8;
          end
        if(count[3] != tmp[3] )
          begin
            clk_16 <= ~clk_16;
          end
        if(count[4] != tmp[4] )
          begin
            clk_32 <= ~clk_32;
          end
        if(count[5] != tmp[5] )
          begin
            clk_64 <= ~clk_64;
          end
        if(count[6] != tmp[6] )
          begin
            clk_128 <= ~clk_128;
          end
        if(count[7] != tmp[7] )
          begin
            clk_256 <= ~clk_256;
          end
        if(count[8] != tmp[8] )
          begin
            clk_512 <= ~clk_512;
          end
      tmp <= count;
			count <= count + 9'b000000001;
      end
  end
  always@(posedge clk_512 or negedge reset)
  begin
	 if(!reset)
		begin
		  clk_8k <= 0;
		  sum_2 <= 0;
		end
	 else
	   begin
		  if(sum_2 == 14)
		    begin
			   sum_2 <= 0;
				clk_8k <= ~clk_8k;
			 end
		  else
		    begin
			   sum_2 <= sum_2 + 1;
			 end
		end
  end
  endmodule
`timescale 1ns / 1ps
module CommModem(
  input 	sys_clk,
  input 	reset,
  input   lock,  
  input  wire data_in,
  output wire [7:0] led_1		 
  );
  reg [6:0] data;  
  wire clk_1, 	clk_2, clk_4, clk_8, clk_16, clk_32;
  wire clk_64, clk_128, clk_256, clk_512, clk_30, 	clk_8k;
  assign led_1 = {1'b0,data};
  ClkGen cg(
    .sys_clk	(	sys_clk	),
    .reset		(	reset		),
    .clk_1		(	clk_1		),
    .clk_2		(	clk_2		),
	 .clk_4		(	clk_4		),
	 .clk_8		(	clk_8		),
	 .clk_16		(	clk_16	),
	 .clk_32		(	clk_32	),
	 .clk_64		(	clk_64	),
	 .clk_128	(	clk_128	),
	 .clk_256	(	clk_256	),
	 .clk_512	(	clk_512	),
	 .clk_30		(	clk_30	),
	 .clk_8k		(	clk_8k	)
  );
  always @(posedge sys_clk or negedge reset)
  begin
		if (!reset) begin
			data <= 7'd0;
		end
		else if(!lock)
      begin
			data <= {data[5:0], data_in};
		  end
  end
endmodule
```

==> results_slide.txt <==
Physical Implementation Snapshot

Run status
  – Outcome: complete, no violations

GRT
  – Largest net degree at the start of global routing: 8
  – GRT overflow: 0
  – Gr usage total: 0.0230
  – Vias in the first global route: 224
  – Global-route wire length before repair: 1120 um
  – Initial antenna violation count: 0

Clock tree
  – Clk buf depth: 2
  – Latency at later pin: 250 ps
  – Post-CTS Hold Buffers: 0
  – Clock-pin slew on the worst setup and hold paths: 50 ps
  – Clk sink count: 7
  – TritonCTS clock tree: yes
  – H-Tree Depth: 1
  – Clock Tree Root: clkbuf_4
  – Cts bufs inserted: 3

Synthesis
  – Area leader share: 0.579
  – Largest area contributor in the netlist: dfrtp_1
  – YS warnings: 2
  – Post-synth area from yosys stat: 303 sq um
  – Largest cells by area: dfrtp_1, mux2_4, buf_6, buf_4, conb_1
  – Mean Syn Cell Area: 17.8 sq um
  – Distinct lib cells used: 5
  – Ys cells: 17
  – Mapped Area: 303 sq um
  – Flops after synth: 7
  – Count of mapped cells out of synthesis: 17
  – Sequential share of the synthesized area: 0.579

Floorplanning
  – Core Area: 3420 sq um
  – Pre-Place Util: 0.0886
  – Site Rows: 21
  – Die Wd: 80 um
  – Io pins: 12
  – Die Ht: 80 um
  – Die ar.: 6400 sq um

Critical path
  – Critical Path Slowest Stage Cell: dfrtp_1
  – Critical Path Sink Type: output port
  – Crit-path cells: dlygate4sd2_1
  – Slowest stage delay, CP: 380 ps
  – Worst EP arrival: 890 ps
  – Delay-heaviest family, CP: flip-flops
  – R2R Path Start: data[2]
  – Crit path from: data[2]
  – Setup crit start kind: register
  – CP Buf/Inv Count: 1
  – Kind of critical path: reg2out
  – Reg-to-reg slack, setup: 310 ps
  – CP max FO: 2
  – Critical Path RT: 960 ps

Route
  – Met3 wire len: 164 um
  – Antenna cells: 0
  – Iter 0 DRT Violations: 10
  – Top Layer Used: met3
  – WL final: 680 um
  – Vias per std cell: 2.40
  – Wire length on met2: 179 um
  – Via count: 197
  – Drt drc: 0
  – M1 WL: 336 um
  – Post-DRT Antenna Nets: 0
  – DRT Pass-1 Iters: 4
  – Routed WL per cell: 8.29 um

Placement
  – I/O Buffers: 10
  – GPL Wtd Cong: 0.671
  – Pre-CTS setup slack: -110 ps

Cells and area
  – Reg with most FFs: data
  – Largest registers: data (7)
  – Largest register FFs: 7
  – Share of cells above drive strength 1: 0.472
  – Final Util: 0.153
  – Synthesis-to-layout area growth: 73.1%
  – Top cells excl fill/tap: mux2_4, dfrtp_1, dlygate4sd2_1, buf_4

Pwr
  – Peak supply drop: 478 uV
  – Leakage power: 0.247 nW
  – Pwr/cell area: 1540 nW/um^2

Final timing
  – RSZ-0062 raised after global routing: no
  – Cycle use final: 0.940
  – Period minus WS final: 1130 ps
  – Worst setup margin: 71.8 ps
  – Final hold viol count: 0
  – Hold slack: 248 ps
  – Max Slew Vio Count: 0
  – Max Fclk: 886 MHz
  – Clock Skew: 5.21 ps
  – # setup viols final: 0
  – Fin Setup TNS: 0 ps

Run
  – Max_cap viols: 0
  – Tool warnings: 25

Worst hold path
  – Tightest Hold Check Type: in2async
==> report_power, final <==
| group | total, W | internal (W) | switching, W | leakage (nW) |
|---|---|---|---|---|
| registers | 0.000324 | 0.000294 | 0.0000300 | 0.0826 |
| clock network | 0.000210 | 0.000127 | 0.0000834 | 0.0150 |
| logic | 0.000274 | 0.000208 | 0.0000665 | 0.149 |
==> routing by layer <==
metal | up-vias | global-route usage
met5 | - | 0
met4 | 0 | 0.00176
met1 | 88 | 0.0276
met2 | 13 | 0.0241
li1 | 96 | -
met3 | 0 | 0.0307
==> stage by stage <==
step                cells  instance area (sq um)  total power (W)
floorplan              17                    303         0.000415
global placement       72                    462         0.000559
detailed placement     72                    462         0.000569
CTS                    82                    524         0.000822
global route           82                    524         0.000869
finish                 82                    524         0.000809
==> Yosys cell counts <==
cell     count
buf_4        1
buf_6        1
conb_1       1
dfrtp_1      7
mux2_4       7
==> cell families (layout without fill, tap and decap cells) <==
group | after synthesis | count (layout) | share of synthesized area
buffers and inverters | 2 | 21 | 0.0620
other | 1 | 1 | 0.0124
multiplexers | 7 | 7 | 0.347
flip-flops | 7 | 7 | 0.579
==> final cells by class <==
class                   instances  area [sq um]
fillers                       389          2890
clock buffers                   4          26.3
repair buffers                 17           156
multi-input cells               8           109
flip-flops and latches          7           175
well taps                      46          57.6
==> worst paths after layout <==
kind | end | cells after the start
worst max-delay path | led_1[2] | 1
worst min-delay path | data[2] | 1
worst max register to register | data[3] | 2
worst min register to register | data[1] | 1
max in group asynchronous | data[3] | 1
min in group clk0 | data[1] | 1
==> what timing repair did <==
| action | 4_1_cts | 5_1_grt |
|---|---|---|
| gates resized | 7 | 0 |
| endpoints found under the setup margin | 7 | 0 |
| buffers inserted | 6 | 0 |
Power figures rest on the tool's default switching activity, not on a simulated workload.
